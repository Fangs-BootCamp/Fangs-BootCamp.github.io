## flow/run.sh

```bash
#!/bin/bash
# OpenROAD 26Q1-2900-gdf79404cd8, Yosys 0.63+post, stock flow scripts
make -C /OpenROAD-flow-scripts/flow DESIGN_CONFIG=/design/flow/config.mk WORK_HOME=/design/flow/orfs finish
```

## flow/config.mk

```make
export PLATFORM = sky130hd
export DESIGN_NAME = SevSegDriver
export DESIGN_NICKNAME = SevSegDriver
export VERILOG_FILES = /design/flow/design.v
export SDC_FILE = /design/flow/constraint.sdc
export NUM_CORES = 4
export LEC_CHECK = 1
export CORE_AREA = 10 10 109 109
export DIE_AREA = 0 0 119 119
```

## flow/constraint.sdc

```tcl
current_design SevSegDriver

set clk_period 2.9
set clk_io_pct 0.2

create_clock -name clk0 -period $clk_period [get_ports {clk}]

set non_clock_inputs [all_inputs -no_clocks]
set_input_delay [expr $clk_period * $clk_io_pct] -clock clk0 $non_clock_inputs
set_output_delay [expr $clk_period * $clk_io_pct] -clock clk0 [all_outputs]
```

## flow/design.v

```verilog
`timescale 1ns / 1ps
module SevSegDriver(
    input clk,
    input rst,
    input [7:0] byte0,
    input [7:0] byte1,
    output reg[6:0] seg,
    output reg[3:0] an
    );
reg slowRst;
reg rstClear;
wire sclk;
wire [3:0] disp0 = byte0[3:0];
wire [3:0] disp1 = byte0[7:4];
wire [3:0] disp2 = byte1[3:0];
wire [3:0] disp3 = byte1[7:4];
reg [3:0] currDisp;
reg [16:0] q;
    always @(posedge clk)
   begin
        if (rst)  q <= 16'h0;
        else      q <= q + 1;
    end
assign sclk = q[16];  
always@(posedge clk) begin
    if (rst) 
        slowRst <= 1'h1;
    else if (rstClear)
        slowRst <= 1'h0;
end
always@(posedge sclk) begin
    if (slowRst) begin
        an <=  4'b1110;
        rstClear = 1'h1;
    end else  begin
        an <= {an[2:0],an[3]};
        rstClear = 1'h0;
    end
end
always @(*) begin
    currDisp = disp0;  
    seg = 7'b1111111;  
    case(an)
      4'b1110: 
          currDisp=disp0;
      4'b1101:
          currDisp=disp1;
      4'b1011:
          currDisp=disp2;
      4'b0111:
          currDisp=disp3;
    endcase
    case(currDisp)
        4'b0000: seg = 7'b1000000;  
        4'b0001: seg = 7'b1111001;  
        4'b0010: seg = 7'b0100100;  
        4'b0011: seg = 7'b0110000;  
        4'b0100: seg = 7'b0011001;  
        4'b0101: seg = 7'b0010010;  
        4'b0110: seg = 7'b0000010;  
        4'b0111: seg = 7'b1111000;  
        4'b1000: seg = 7'b0000000;  
        4'b1001: seg = 7'b0010000;  
        4'b1010: seg = 7'b0001000;  
        4'b1011: seg = 7'b0000011;  
        4'b1100: seg = 7'b0100111;  
        4'b1101: seg = 7'b0100001;  
        4'b1110: seg = 7'b0000110;  
        4'b1111: seg = 7'b0001110;
        default:  seg = 7'b1111111;
    endcase
end
endmodule
```

==> run summary <==
impl run done, here's what came out: gr usage total=4.26%, Max clock buf depth=2, CTS tree=built, Final Cycle Share=96.5%, Setup Buffers After CTS=0, final setup fails=0, number of global-route vias before repair=1,016, Leak=0.640 nW, Placer Congestion=0.831, Tmin final=2.80 ns, crit path launch=byte1[1], Worst-path clk slew=0.06 ns, Core Rows=36, DP HPWL=2420 um, Synth Seq Share=35.4%, sequential share of power=50.0%, Routed Antenna Nets=0, max_slew headroom=57.6%, post-route setup slack=0.101 ns, Cell Type Count=36, YS chip area=1300 um2, endpoints left unconstrained=9, critical path's slowest cell=clkdlybuf4s50_1, Routed WL per cell=9.75 um, # Max-Cap Violations=0, CP arrival=2.22 ns, cell type with the largest total area=dfxtp_1, Fin Setup TNS=0 ns, worst-margin pin slew=0.634 ns, Final Hold Violation Tally=0, Pwr per Cell Area=274 nW/um2, register pins left without a clock=5, Internal=0.396 mW, critical path required time=2.32 ns, max-slew violations=0, # diodes=0, Clock Latency Late Sink=0.25 ns, WP buf/inv=4, Crit path max-delay family=buffers and inverters, Worst Skew=0.00244 ns, io pins=29, Port Buffer Count=28, Pre-Repair DR Iteration Count=2, Setup crit start kind=primary input, first-pass GRT wire length=5210 um, critical path capture point type=output port, crit path kind=primary input to output port, Die Ht=119 um, initial antenna violation count=0, Core ar.=9640 um2, yosys synthesis warning count=1, Vias=1,112, worst slack, placed=-0.302 ns, Yosys Instances=148, met2 routed WL=1300 um, die width=119 um, Max VDD drop=222 uV, Gate power share=16.8%, root buf cell=clkbuf_8, area of the mapped netlist=1300 um2, uppermost layer routed=met4, Clk network pwr share=33.2%, Sw Pwr=0.116 mW, DRC viols=0, Vias/cell=3.54, Switching Share=22.6%, Area leader share=35.4%, WL met3=140 um, count of tool warnings=31, worst-path maximum fanout=3, Final Hold Slack=0.463 ns, H-tree Lvls=1, grt total ovfl=0, Iter 0 DRT Violations=44, Fmax=0.357 GHz, Avg Cell Area, Syn=8.78 um2, final wirelength=3060 um, initial core utilization=13.5%, P&R area growth vs syn=43.3%, chip area=14,200 um2, filler instances=1,090, Pwr Total=0.511 mW, Largest cells by area=dfxtp_1, ha_1, nor2_1, xnor2_1, xor2_1, status=finished, final reports clean, critical path cell sequence=clkdlybuf4s50_1, nand3b_1, a21oi_2, a221oi_2, inv_2, buf_6, ha_1, nand2_1, a32oi_1, clkdlybuf4s15_1, Post-Route M1 WL=1590 um, largest net degree at the start of global routing=19, number of CTS-inserted buffers=3, Post-Syn Instances=148, synthesized flop and latch total=23, hold_buf cts=0, crit-path max cell delay=0.46 ns, Hold Path Class=flip-flop to flip-flop, Hold Crit Start=q[0]$_SDFF_PP0_, Reg-to-Reg Start=q[0]$_SDFF_PP0_, fraction of layout cells with a size suffix above 1=18.8%
## cell usage in the layout, fill, tap and decap left out, types with 3 or more instances in the layout
cell / instances
ha_1: 5
ha_4: 3
a21oi_1: 4
nand3b_1: 8
xor2_1: 7
nand3_1: 7
a21oi_2: 5
clkbuf_8: 3
dfxtp_1: 23
clkbuf_2: 4
xnor2_1: 7
buf_4: 6
nor2_1: 17
or2_2: 3
nand4_1: 4
nand2_1: 14
inv_1: 5
clkdlybuf4s50_1: 21
## path summary, 6_finish.rpt
| path | end | slack [ns] | depth (start not counted) |
|---|---|---|---|
| hold reg to reg | q[0]$_SDFF_PP0_ | 0.46 | 1 |
| setup / recovery | seg[3] | 0.10 | 10 |
| hold / removal | q[0]$_SDFF_PP0_ | 0.46 | 1 |
| setup reg to reg | q[16]$_SDFF_PP0_ | 1.11 | 6 |
## kinds of logic after synthesis
group / Yosys count / share of synthesized area (%)
AOI/OAI and AO/OA: 25 / 15.9
xor gates and xnor gates: 14 / 9.43
adders and majority gates: 8 / 7.70
buffers and inverters: 12 / 4.23
DFF: 23 / 35.4
muxes: 2 / 1.64
and+or+nand+nor: 64 / 25.7
## power groups by stage
stage     Combinational, mW  Clock [mW]  Sequential, mW
4_1_cts              0.0837       0.173           0.256
5_1_grt              0.0956       0.185           0.257
6_report             0.0858       0.170           0.256
## stage by stage
| stage | cells | instance area (um2) | utilization [%] |
|---|---|---|---|
| 6_report | 314 | 1860 | 19.3 |
| 5_1_grt | 314 | 1860 | 19.3 |
| 4_1_cts | 314 | 1850 | 19.2 |
| 3_5_place_dp | 311 | 1770 | 18.4 |
| 3_3_place_gp | 311 | 1770 | 18.4 |
| 2_1_floorplan | 148 | 1300 | - |
## state kept, by name, summed over array words and instances (netlist names)
signal,count
rstClear,1
q,17
an,4
slowRst,1
## cell type report
type | instances | area (um2) | share of cell area [%]
Inverter | 7 | 28.8 | 1.54
Timing Repair Buffer | 35 | 315 | 16.9
Multi-Input combinational cell | 113 | 851 | 45.7
Tap cell | 133 | 166 | 8.93
Clock buffer | 3 | 41.3 | 2.22
Sequential cell | 23 | 460 | 24.7
## synth_stat cells
cell type	number
and2_1	2
a21o_1	1
or3_1	2
buf_6	1
or2_2	3
o22ai_1	2
xor2_1	7
buf_2	2
o21ai_0	2
a221oi_2	1
xnor2_1	7
nor2_1	17
nor3_4	1
clkbuf_1	2
and4_1	1
inv_2	1
dfxtp_1	23
o21ai_1	2
nor2b_1	2
a221oi_4	1
inv_1	6
mux2_1	1
and3_1	1
nand3b_1	8
a211o_4	1
mux2i_1	1
a221o_1	2
nand2_1	14
nand3_1	7
nand4_1	4
ha_1	8
nor3_1	2
a221oi_1	1
o32ai_2	1
a32oi_1	2
a21oi_1	9
## timing repair
action,4_1_cts,5_1_grt
gates resized,16,16
setup endpoints to repair,7,7
pin swaps,4,5
## worst register-to-register path, stage by stage (launching register included)
cell and delay, ns:
dfxtp_1 0.37, ha_1 0.20, nand3_1 0.11, nor2_1 0.24
nand4_1 0.26, or3_1 0.40, a21oi_1 0.13
## layer usage
metal	GRT usage [%]	vias to the layer above
li1	-	585
met1	6.24	501
met2	6.40	24
met3	1.10	2
met4	0.305	0
met5	0	-
Power is estimated from default activity; no workload was simulated.
