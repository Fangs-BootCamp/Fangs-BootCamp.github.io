File: flow/design.v
`timescale 1ns / 1ps
module debounce(
    input           clk,
    input           rst, 
    input           bouncy,
    output logic    stable
    );
    localparam DELAY_CYCLES = 50;
    localparam CNT_BITS = $clog2( DELAY_CYCLES);
    logic [CNT_BITS-1:0] cnt, nextCnt;
    always_ff @(posedge clk) begin
        if (rst) begin
            cnt <= 'h0;
        end else begin
            cnt <= nextCnt;
        end
    end
    always_comb begin
        nextCnt = 'h0; 
        if (cnt == DELAY_CYCLES) begin
            nextCnt = ( bouncy ? cnt : 'h0 ); 
        end else if (cnt != 'h0) begin
            nextCnt = cnt + 'h1;
        end else if (bouncy) begin
            nextCnt = cnt + 'h1; 
        end
    end
    assign stable =  ( cnt != 'h0 );
endmodule
File: flow/run.sh
#!/bin/bash
# OpenROAD 26Q1-2900-gdf79404cd8, Yosys 0.63+post, stock flow scripts
make -C /OpenROAD-flow-scripts/flow DESIGN_CONFIG=/design/flow/config.mk WORK_HOME=/design/flow/orfs finish
File: flow/config.mk
export PLATFORM = sky130hd
export DESIGN_NAME = debounce
export DESIGN_NICKNAME = debounce
export VERILOG_FILES = /design/flow/design.v
export SDC_FILE = /design/flow/constraint.sdc
export NUM_CORES = 4
export LEC_CHECK = 1
export CORE_AREA = 10 10 70 70
export DIE_AREA = 0 0 80 80
File: flow/constraint.sdc
current_design debounce

set clk_period 2.5
set clk_io_pct 0.2

create_clock -name clk0 -period $clk_period [get_ports {clk}]

set non_clock_inputs [all_inputs -no_clocks]
set_input_delay [expr $clk_period * $clk_io_pct] -clock clk0 $non_clock_inputs
set_output_delay [expr $clk_period * $clk_io_pct] -clock clk0 [all_outputs]
==> results.py <==
# Flow results
metrics = {
    "setup_path": {
        "timing.critical_path.from": "cnt[0]",
        "critPathKind": "flip-flop to primary output",
        "critical_path_s_slowest_cell": "clkdlybuf4s50_1",
        "ff2ff_setup_slack_ns": 1.11,
        "worst_r2r_path_depth": 5,
        "path_depth": 5,
        "cp_max_fo": 5,
        "cp.buffers_inverters": 2,
        "crit_path_cell_trace": "inv_1 > ha_1 > or3b_4 > or3_1 > clkdlybuf4s50_1",
        "crit_path_end": "stable",
        "critical_path.reg2reg.startpoint": "cnt[0]",
        "timing.critical_path.to_type": "primary output",
        "rr_endpoint": "cnt[4]",
        "critPathTopFamily": "simple AND/OR/NAND/NOR gates",
        "worstPathRequired_ns": 2.00,
        "worst_path_max_stage_delay_ns": 0.41,
        "critical_path.startpoint_type": "flip-flop",
        "worst-endpoint-arrival_ns": 1.90,
    },
    "clock_tree": {
        "post_cts_buffers": 0,
        "count_of_hold_buffers_inserted_by_post_cts_repair": 0,
        "clock_tree.root_cell": "clkbuf_4",
        "cts_inserted_buffers": 3,
        "tritoncts_clock_tree": "built",
        "cts_max_level": 1,
        "clkSinkCount": 6,
        "path_clk_slew_ns": 0.05,
        "cts.path.max_buffers": 2,
        "clock_network_latency_to_the_later_pin_of_the_worst_skew_pair_ns": 0.25,
    },
    "synth": {
        "yosys.stat.chipArea_um2": 344.1,
        "ys.warnings.count": 1,
        "synth.yosys.num_cells": 37,
        "syn_avg_cell_area_um2": 9.299,
        "postSynthCellCount": 37,
        "postSynthRegisterBits": 6,
        "post_synthesis_instance_area_um2": 344.1,
        "netlist-cell-type-count": 21,
        "yosys.stat.seqShare_pct": 34.91,
    },
    "floorplanning": {
        "dieWidth_um": 80,
        "rows": 21,
        "placeableCoreArea_um2": 3416,
        "fp_util_pct": 10.07,
        "die_h_um": 80,
        "num_io_pins": 4,
        "die_area_um2": 6400,
    },
    "placed_design": {
        "placedInstanceArea_um2": 431.7,
        "place_worst_setup_slack_ns": 0.2235,
        "place_congestion": 0.7344,
        "numPlacedInstances": 86,
        "numPortBuffers": 3,
        "detailed_place_hpwl_um": 523.8,
    },
    "sta": {
        "final-hold-violation-count": 0,
        "final-setup-viol-count": 0,
        "final.min_clock_period_ns": 2.405,
        "setup_tns_ns": 0,
        "maximum_clock_frequency_mhz": 415.8,
        "clock_skew_ns": 0.0002145,
        "fraction_of_the_cycle_the_final_worst_path_needs_pct": 96.19,
        "rsz0062_at_grt": "no",
        "timing.final.max_slew_violations": 0,
        "max_slew.worst_pin.slew_ns": 0.2887,
        "timing.slew.headroom_pct": 80.69,
        "crit_path_setup_slack_layout_ns": 0.09528,
        "hold-worst-slack_ns": 0.5193,
    },
    "hold_path": {
        "timing.hold.worst.start": "cnt[0]",
        "hold_path.class": "flip-flop to flip-flop",
    },
    "routing": {
        "drt_iter0_drc": 4,
        "dr.pass1.iters": 4,
        "vias": 290,
        "drt_wl_total_um": 678,
        "antenna_violating_nets_post_route": 0,
        "vias_per_cell": 3.258,
        "n_antenna_cell": 0,
        "post_drt_wl_per_cell_um": 7.618,
        "drc_errors": 0,
    },
    "grt": {
        "first_pass_grt_wire_length_um": 1069,
        "via_count_of_the_first_global_routing_pass": 249,
        "grt.total_usage_pct": 2.019,
        "overflow": 0,
        "maximum_number_of_pins_on_one_net_before_global_route_repair": 9,
        "antenna_found_initial": 0,
    },
    "power_and_ir_drop": {
        "power.density_cell_area_nw_per_um2": 523.7,
        "p_leak_nw": 0.1495,
        "fin_total_pwr_uw": 239.8,
        "vdd_drop_max_v": 0.0002569,
    },
    "final_layout": {
        "layout.area.seq_um2": 121.4,
        "synthToLayoutAreaGrowth_pct": 33.09,
        "drive_gt1_share_pct": 23.26,
        "largest_registers": "cnt x6",
        "max_reg_flops": 6,
        "fillerInstances": 392,
        "fin_util_pct": 13.41,
        "layoutNonFillerInstCount": 89,
        "final-comb-area_um2": 219.0,
        "post-route-cell-area_um2": 457.9,
        "registers.top_by_ff_count": "cnt",
    },
    "run_status": {
        "run_status": "finished clean",
    },
    "run": {
        "max_cap_violations": 0,
        "openroad.warnings": 27,
    },
}
## area by class of cell
class,count,share of cell area [%]
well taps,46,12.57
clock buffers,3,4.918
inverters,2,1.639
repair buffers,3,6.557
multi-input cells,29,47.81
flip-flops and latches,6,26.50
## Yosys cell counts, drive strengths merged
cell type	n	area, um^2
nand2	1	3.750
o22ai	1	6.260
o2bb2ai	1	15.01
xnor2	1	8.760
o21ai	1	5.000
a211oi	1	12.51
and3	1	6.260
nor2	1	3.750
or3b	1	8.760
nor3	3	15.01
or3	3	18.77
dfxtp	6	120.1
o32ai	1	8.760
inv	2	7.510
or2	1	6.260
a21oi	1	5.000
nand2b	2	12.51
xor2	2	17.52
ha	3	37.54
nand3	4	25.02
## how the worst min path moves through the flow
stage,cells after the start,slack [ns],end
final,2,0.52,cnt[0]
after global routing,2,0.55,cnt[0]
after CTS,2,0.52,cnt[0]
## power breakdown
part,switching [mW],internal (mW)
combinational,0.0177,0.0237
sequential,0.00540,0.101
clock,0.0380,0.0545
total,0.0611,0.179
## placed cells by master, fill, tap and decap left out, drive strengths merged, types with 2 or more instances in the layout
cell           n
ha             3
nand3          4
nand2b         2
or3            3
inv            2
nor3           3
xor2           2
clkdlybuf4s50  3
dfxtp          6
clkbuf         3
## per-layer routing
metal / GRT usage, % / share of wire (%) / up-vias
li1: - / - / 146
met1: 2.473 / 49 / 134
met2: 2.809 / 41 / 8
met3: 1.364 / 7.4 / 2
met4: 0.5282 / 2.5 / 0
met5: 0 / 0 / -
## worst min-delay path, delay by kind of cell (launching register included)
family / cells / cell delay (ns)
compound gates: 1 / 0.07
simple gates: 1 / 0.07
flops: 1 / 0.34
## timing repair
item,CTS,global route
endpoints found under the hold margin,0,0
cloned,0,0
gates resized,2,1
setup endpoints to repair,1,1
## logic make-up (layout without fill, tap and decap cells)
| logic type | Yosys count | count (layout) | share of synthesized area (%) |
|---|---|---|---|
| buffers and inverters | 2 | 8 | 2.183 |
| xor gates and xnor gates | 3 | 3 | 7.638 |
| DFF | 6 | 6 | 34.91 |
| adders and majority gates | 3 | 3 | 10.91 |
| and+or+nand+nor | 17 | 17 | 29.09 |
| AOI/OAI and AO/OA | 6 | 6 | 15.27 |
No activity file was given, so power comes from the tool's default toggle rates.
